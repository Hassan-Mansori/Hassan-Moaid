**./constraint.sdc**
```tcl
current_design alu

set clk_period 16.6
set clk_io_pct 0.2

create_clock -name clk0 -period $clk_period

set non_clock_inputs [all_inputs -no_clocks]
set_input_delay [expr $clk_period * $clk_io_pct] -clock clk0 $non_clock_inputs
set_output_delay [expr $clk_period * $clk_io_pct] -clock clk0 [all_outputs]
```
**./config.mk**
```make
export PLATFORM = sky130hd
export DESIGN_NAME = alu
export DESIGN_NICKNAME = alu
export VERILOG_FILES = /design/flow/design.v
export SDC_FILE = /design/flow/constraint.sdc
export NUM_CORES = 4
export LEC_CHECK = 1
export CORE_AREA = 10 10 107 107
export DIE_AREA = 0 0 117 117
```
**./run.sh**
```bash
#!/bin/bash
# OpenROAD 26Q1-2900-gdf79404cd8, Yosys 0.63+post, stock flow scripts
make -C /OpenROAD-flow-scripts/flow DESIGN_CONFIG=/design/flow/config.mk WORK_HOME=/design/flow/orfs finish
```
**./design.v**
```verilog
`timescale 1ns / 1ps
module alu #(parameter ALU_WIDTH = 16) ( 
input logic [ALU_WIDTH -1 : 0] A, B,
input logic carry, input logic [1:0] sel,
output logic [ALU_WIDTH -1 : 0] SUM
    );
   always_comb begin
    case (sel) 
    2'b00: SUM = A + B; 
    2'b01: SUM = A - B; 
    2'b11: SUM = A | B; 
    2'b10: SUM = A & B; 
    endcase
    end
endmodule
```
==> qor.yml <==
outcome:
  outcome: "completed"
die:
  fp_util: 0.152
  coreArea_sq_mm: 0.00920
  die_width_microns: 117
  ios: 51
  die_y_microns: 117
  die-area_sq_mm: 0.0137
  rows: 35
clock_network:
  post-cts-setup-buffers: 0
  cts-hold-fix-buffers: 0
  ctsResizeCount: 0
final_layout:
  final-comb-area_sq_mm: 0.00134
  flop_area_sq_um: 0
  nFillCells: 1026
  drive_gt1_frac: 0.0405
  clkbuf_count: 0
  finalInstanceArea_sq_mm: 0.00202
  area_delta_synth_final_pct: 44.8
  fin_cells: 358
  seq_cells: 0
final_timing:
  min_period_over_period: 0.640
  relSlewSlack: 0.546
  rsz0062_at_grt: "false"
  setup_violations: 0
  maxSlewViolCount: 0
  max_freq_mhz: 94.1
  hold_violations: 0
  min_period_ns: 10.62
  worstMarginPinSlew_ns: 0.675
  setup_tns_ns: 0
  fin_hold_ws_ns: 7.85
synth:
  largest_area_cell: "ha_1"
  ys_warn_count: 1
  synthTopCellsByArea: "ha_1, maj3_1, xor2_1, o21ai_0, xnor2_1"
  synth_cell_types: 39
  syn_inst: 203
  avgSynthCellArea_sq_um: 6.87
  syn_area_sq_mm: 0.00140
  netlist.area_leader.share: 0.161
  ys_seq_frac: 0
  ys_area_sq_mm: 0.00140
  yosys_cells: 203
placed_design:
  detailed_place_hpwl_microns: 3900
  dpl_cell_area_sq_mm: 0.00202
  io_buffers: 50
  gp_congestion: 0.871
  placed_cells: 358
grt:
  antenna_found_initial: 0
  grt-busiest-layer: "met2"
  grtUsageMet1: 0.0856
  grt-ovfl-total: 0
  grt_max_degree: 37
  grt.met2_usage: 0.114
  grt_pass1_vias: 1526
  grt_use_total: 0.0644
  grt_pass1_wl_microns: 7290
  use_met3: 0.00877
detailed_routing:
  antenna_left: 0
  drt-initial-drc-count: 32
  drc: 0
  viasPerCell: 4.19
  drt_wl_total_microns: 4510
  wire_per_inst_microns: 12.6
  antenna_cells: 0
  dr.pass1.iters: 4
  vias: 1501
worst_setup_path:
  crit_arrival_ns: 7.30
  slowest_delay_ns: 0.58
  slowest_stage: "o31ai_1"
  cp_max_fo: 36
  cpLargestDelayFamily: "buffers and inverters"
  critPathBufInv: 3
  worstPathCellList: "clkdlybuf4s50_1 > buf_4 > nand2b_1 > o31ai_1 > xor2_1 > ha_1 > nand2_1 > a211oi_1 > o31ai_1 > o21ai_0 > xnor2_1 > a211oi_2 > and3b_1 > clkdlybuf4s50_1"
  critPathKind: "input port to output port"
  required_ns: 13.28
  startpoint_type: "input port"
  cp-end-kind: "output port"
power_and_ir_drop:
  p_leak_nw: 0.806
  peakVddDrop_v: 0.00000800
  power_density_mw_per_mm2: 40.4
  power_mw: 0.0816
run:
  drv_cap: 0
  warnings: 35
hold_path:
  hold_path.startpoint: "sel[1]"
  hold_depth: 5
  hold_class: "input port to output port"
  worstHoldEndpoint: "SUM[13]"
-- where the power goes --
group,internal [mW],total (mW),switching [mW],leakage (nW)
Combinational,0.0444,0.0816,0.0372,0.806
Sequential,0,0,0,0
Clock,0,0,0,0
Total,0.0444,0.0816,0.0372,0.806
-- synth_stat cells (2+ instances only) --
cell and count:
clkbuf_1 7, a21o_1 7, o21ai_0 21, o31ai_1 4, o21bai_1 3, mux2_2 2
xnor2_1 12, nor3_1 3, nand2b_1 5, xor2_1 14, nand2_1 27, inv_1 7
a21oi_1 17, ha_1 18, nor2b_1 2, nor2_1 18, maj3_1 13, mux2i_1 2
-- per-stage QoR --
step | utilization | setup slack, ns
6_report | 0.220 | 5.98
2_1_floorplan | - | 7.47
3_3_place_gp | 0.220 | 6.00
4_1_cts | 0.220 | 5.95
3_5_place_dp | 0.220 | 5.96
5_1_grt | 0.220 | 5.62
-- final cells by class --
| class | instances | share of cell area |
|---|---|---|
| multi-input combinational | 188 | 0.663 |
| timing repair buffer | 52 | 0.255 |
| tap | 111 | 0.0688 |
| inverter | 7 | 0.0130 |
-- placed cells by master, fill, tap and decap left out, types with 5 or more instances in the layout --
| cell | n |
|---|---|
| xnor2_1 | 12 |
| nand2b_1 | 5 |
| nor2_1 | 18 |
| o21ai_0 | 21 |
| ha_1 | 18 |
| inv_1 | 7 |
| clkdlybuf4s50_1 | 50 |
| xor2_1 | 14 |
| nand2_1 | 27 |
| maj3_1 | 13 |
| a21oi_1 | 17 |
| a21o_1 | 7 |
-- routing by layer --
layer	part of all wire	wire length, microns
met1	0.47	2100
met2	0.48	2150
met3	0.055	247
met4	0.0031	14
met5	0	0
-- how the worst max path moves through the flow --
| stage | startpoint | endpoint | cells past startpoint |
|---|---|---|---|
| 4_1_cts | sel[1] | SUM[15] | 14 |
| 5_1_grt | sel[1] | SUM[15] | 13 |
| 6_report | sel[1] | SUM[15] | 14 |
-- logic make-up (layout without fill, tap and decap cells) --
group | count (synthesis) | after routing | share of synthesized area
simple gates | 66 | 66 | 0.224
compound gates | 60 | 60 | 0.273
fa+ha+maj | 32 | 32 | 0.269
xor+xnor | 26 | 26 | 0.163
buf+inv | 15 | 59 | 0.0404
mux | 4 | 4 | 0.0305
Power is estimated from default activity; no workload was simulated.
