### flow/run.sh
#!/bin/bash
# OpenROAD 26Q1-2900-gdf79404cd8, Yosys 0.63+post, stock flow scripts
make -C /OpenROAD-flow-scripts/flow DESIGN_CONFIG=/design/flow/config.mk WORK_HOME=/design/flow/orfs finish
### flow/config.mk
export PLATFORM = sky130hd
export DESIGN_NAME = control_unit
export DESIGN_NICKNAME = control_unit
export VERILOG_FILES = /design/flow/design.v
export SDC_FILE = /design/flow/constraint.sdc
export NUM_CORES = 4
export LEC_CHECK = 1
export CORE_AREA = 10 10 70 70
export DIE_AREA = 0 0 80 80
### flow/constraint.sdc
current_design control_unit

set clk_period 1.8
set clk_io_pct 0.2

create_clock -name clk0 -period $clk_period

set non_clock_inputs [all_inputs -no_clocks]
set_input_delay [expr $clk_period * $clk_io_pct] -clock clk0 $non_clock_inputs
set_output_delay [expr $clk_period * $clk_io_pct] -clock clk0 [all_outputs]
### flow/design.v
`timescale 1ns / 1ps
module AluControl(
    input logic [1:0] alu_op,
    input logic [2:0] func3,
    input logic func7,
    output logic [3:0] alu_ctrl
    );
    always @(*) begin
        case (alu_op) 
            2'b00: alu_ctrl = 4'b0000; 
            2'b01: begin 
            case(func3)
                3'b000 :alu_ctrl = 4'b1000;  
                3'b001: alu_ctrl = 4'b1000;   
                3'b100: alu_ctrl = 4'b0010;   
                3'b101: alu_ctrl = 4'b0010;   
                3'b110: alu_ctrl = 4'b0011;   
                3'b111: alu_ctrl = 4'b0011;   
            endcase
            end
            2'b10: alu_ctrl = {func7,func3};  
            2'b11: alu_ctrl = {1'b0,func3};  
            endcase
            end
endmodule
`timescale 1ns / 1ps
module barnch_controler( input logic [2:0]func3, input logic zero, input logic branch,
output logic pc_sel );
   always_comb begin
        case (func3)
            3'b000: pc_sel = (branch & zero) ? 1 : 0;  
            3'b001: pc_sel = (branch & ~zero) ? 1 : 0;   
            3'b100: pc_sel = (branch & zero) ? 1 : 0;   
            3'b101: pc_sel = (branch & ~zero) ? 1 : 0;   
            3'b110: pc_sel = (branch & zero ) ? 1 : 0;   
            3'b111: pc_sel = (branch & ~zero) ? 1 : 0;   
            default: pc_sel = 0;  
        endcase
    end
endmodule
`timescale 1ns / 1ps
module control_unit(
    input logic [6:0] opcode,
    input logic func7,
    input logic  [2:0] func3,
    input logic less,
    input logic zero,
    output logic pc_sel,
    output  logic jump_alu,
    output logic branch,
    output logic mem_write,
    output logic [1:0] memtoreg,
    output logic alu_src,
    output logic reg_write,
    output logic [1:0] alu_op,
    output logic [3:0] alu_ctrl,
    output logic jump_u
    );
    main_control mainCu(
    .Instruction(opcode),
    .branch(branch),
    .mem_write(mem_write),
    .mem_to_reg(memtoreg),
    .alu_src(alu_src),
    .reg_write(reg_write),
    .alu_op(alu_op),
    .jump_alu(jump_alu),
    .jump_u(jump_u)
);
    AluControl ALUcu(
    .alu_op(alu_op),
    .func3(func3),
    .func7(func7),
    .alu_ctrl(alu_ctrl)
    );
barnch_controler ranch ( .func3(func3), .zero(zero), .branch(branch),  .pc_sel(pc_sel));
endmodule
`timescale 1ns / 1ps
module main_control(
    input logic [6:0] Instruction,
    output logic branch,
    output logic mem_write,
    output logic [1:0]mem_to_reg,
    output logic alu_src,
    output logic jump_alu, jump_u,
    output logic reg_write,
    output logic [1:0] alu_op
);
    always_comb begin
        case (Instruction)
            7'b0110011: begin
                reg_write = 1;
                mem_write = 0;
                mem_to_reg = 2'b00;
                alu_op = 2'b10;
                alu_src = 0;
                branch = 0;
                jump_alu = 0;
                jump_u = 0;
            end
            7'b0010011: begin
                reg_write = 1;
                mem_write = 0;
                mem_to_reg = 2'b00;
                alu_op = 2'b11;
                alu_src = 1;
                branch = 0;
                jump_alu = 0;
                jump_u = 0;
            end
            7'b0000011: begin
                reg_write = 1;
                mem_write = 0;
                mem_to_reg = 2'b01;
                alu_op = 2'b00;
                alu_src = 1;
                branch = 0;
                jump_alu = 0;
                jump_u = 0;
            end
            7'b0100011: begin
                reg_write = 0;
                mem_write = 1;
                mem_to_reg = 2'b00;
                alu_op = 2'b00;
                alu_src = 1;
                branch = 0;
                jump_alu = 0;
                jump_u = 0;
            end
            7'b1100011: begin
                reg_write = 0;
                mem_write = 0;
                mem_to_reg = 2'b00;
                alu_op = 2'b01;
                alu_src = 0;
                branch = 1;
                jump_alu = 0;
                jump_u = 0;
            end
            7'b1101111: begin
                reg_write = 1;
                mem_write = 0;
                mem_to_reg = 2'b10;
                alu_op = 2'b01;
                alu_src = 0;
                branch = 1;
                jump_alu = 0;
                jump_u = 0;
            end
            7'b1100111: begin
                reg_write = 1;
                mem_write = 0;
                mem_to_reg = 2'b00;
                alu_op = 2'b11;
                alu_src = 1;
                branch = 1;
                jump_alu = 1;
                jump_u = 0;
            end
            7'b0010111: begin
                reg_write = 1;
                mem_write = 0;
                mem_to_reg = 2'b11;
                alu_op = 2'b10;
                alu_src = 0;
                branch = 0;
                jump_alu = 0;
                jump_u = 0;
            end  
            7'b0110111: begin
                reg_write = 1;
                mem_write = 0;
                mem_to_reg = 2'b00;
                alu_op = 2'b10;
                alu_src = 0;
                branch = 0;
                jump_alu = 0;
                jump_u = 1;
            end
            default: begin
                reg_write = 0;
                mem_write = 0;
                mem_to_reg = 2'b00;
                alu_op = 2'b00;
                alu_src = 0;
                branch = 0;
                jump_alu = 0;
                jump_u = 0;
            end
        endcase
    end
endmodule
==> flow_metrics.py <==
# Physical implementation metrics
metrics = {
    "status": {
        "outcome": "completed",
    },
    "routing": {
        "drt_first_pass_iters": 4,
        "wl_per_cell_um": 11.8,
        "vias": 538,
        "drc": 0,
        "drt_wl_total_um": 1670,
        "first_iter_violations": 5,
        "antenna_cells": 0,
        "ant_nets": 0,
        "via_per_inst": 3.82,
    },
    "finish": {
        "utilization_pct": 26.5,
        "largest_register_ff_count": 4,
        "drive_above_1_share_pct": 55.8,
        "syn2layout_area_growth_pct": 136,
        "stdcell_count": 141,
    },
    "job": {
        "cap_violations": 0,
        "tool_warnings": 33,
    },
    "final_timing": {
        "untimed_endpoints": 8,
        "hold_violations": 0,
        "finalSetupViolCount": 0,
        "max_freq_mhz": 575,
        "min_period_ns": 1.74,
        "relSlewSlack_pct": 79.1,
        "unclocked_regs": 4,
        "slew_violations": 0,
        "rsz0062_at_grt": "false",
        "worst_slew_pin_slew_ns": 0.311,
        "period_used_pct": 96.6,
    },
    "clocking": {
        "ctsHoldBuffers": 0,
    },
    "power": {
        "report.power.total_w": 0.000139,
        "p_per_area_nw_per_um2": 153,
        "peakVddDrop_mv": 0.0687,
        "p_leak_nw": 0.428,
    },
    "logic_synthesis": {
        "area_leaders": "dlxtn_1, nand4b_4, nor2_1",
        "ys_ff": 4,
        "ys_cells": 45,
        "syn_area_um2": 384,
        "top_cell": "nor2_1",
        "synth_cell_types": 30,
        "ys_area_um2": 384,
        "async_flop_share_pct": 0,
        "common_cells": "nor2_1, dlxtn_1",
        "synthDominantCellAreaShare_pct": 15.6,
        "syn_inst": 45,
        "syn_avg_cell_area_um2": 8.54,
        "synth-main-ff-cell": "dlxtn_1",
        "yosys.area.top_type": "dlxtn_1",
        "ys.warnings.count": 3,
        "edf_count": 0,
    },
    "global_route": {
        "grt_usage_pct": 5.00,
        "grt_max_degree": 8,
        "grt_pass1_wl_um": 2700,
        "antenna_found_initial": 0,
        "grt_pass1_vias": 546,
        "overflow": 0,
    },
    "setup_path": {
        "cp.arrival_ns": 1.38,
        "end_kind": "output port",
        "critPathMaxFanout": 5,
        "crit_required_ns": 1.44,
        "crit_type": "in2out",
        "startpoint_type": "input pin",
    },
    "die": {
        "ioPinCount": 28,
        "floorplanUtilization_pct": 11.2,
        "rows": 21,
        "die_h_um": 80,
        "coreArea_um2": 3420,
        "die_x_um": 80,
        "dieArea_um2": 6400,
    },
    "hold_path": {
        "hold_class": "in2out",
    },
    "placement": {
        "dp_cells": 133,
        "gp_congestion": 0.779,
        "place_hpwl_um": 1270,
        "portBuffers": 27,
    },
}
==> report_power, final <==
part	internal, W	switching [W]
logic	0.0000755	0.0000625
clock network	0	0
registers	0.000000539	0.00000000119
==> logic make-up (layout without fill, tap and decap cells) <==
logic type | after synthesis | count (layout) | synth area share [%]
AND/OR/NAND/NOR | 20 | 20 | 41.4
AND-OR/OR-AND | 12 | 12 | 28.0
buffers and inverters | 6 | 56 | 8.14
latches | 4 | 4 | 15.6
XOR/XNOR | 3 | 3 | 6.84
==> worst max-delay path, cell delays in order <==
cell           delay, ns
dlygate4sd2_1       0.24
buf_6               0.13
buf_4               0.13
nor2_4              0.08
o21ai_1             0.08
a21oi_2             0.13
dlygate4sd2_1       0.22
==> layout by cell type, fill, tap and decap left out, types with 2 or more instances in the layout <==
cell type / netlist / final
dlygate4sd2_1: 0 / 8
buf_6: 0 / 4
dlxtn_1: 4 / 4
xor2_1: 2 / 2
a21oi_2: 0 / 2
buf_4: 2 / 22
inv_2: 1 / 2
a22o_1: 2 / 2
nor2_1: 6 / 4
clkdlybuf4s50_1: 0 / 9
buf_2: 0 / 4
clkbuf_2: 1 / 5
nor3_1: 2 / 2
==> cell type report <==
class / count / area, um^2
Fill cell: 374 / 2510
Inverter: 3 / 11.3
Multi-Input combinational cell: 35 / 350
Sequential cell: 4 / 60.1
Tap cell: 46 / 57.6
Timing Repair Buffer: 53 / 427
==> per-stage QoR <==
| stage | setup slack [ns] | hold slack, ns | cell area, um^2 | setup TNS, ns |
|---|---|---|---|---|
| after detailed placement | -0.544 | 1.71 | 827 | -5.19 |
| after global routing | 0.00334 | 1.08 | 906 | 0 |
| after global placement | -0.547 | 1.72 | 827 | -5.25 |
| after CTS | 0.00694 | 1.19 | 887 | 0 |
| final | 0.0614 | 1.06 | 906 | 0 |
| after floorplan | 0.381 | 0.736 | 384 | 0 |
==> routing by layer <==
metal / routed length (um) / track usage [%] / up-vias
met1: 861 / 7.64 / 242
met3: 161 / 1.25 / 0
li1: - / - / 270
met5: 0 / 0 / -
met4: 0 / 0 / 0
met2: 646 / 7.22 / 26
==> final timing paths <==
kind	from	to	slack (ns)	cells after the start
max	opcode[5]	reg_write	0.06	7
min	opcode[2]	jump_u	1.06	4
==> what timing repair did <==
action / in CTS / in global routing
hold endpoints to repair: 0 / 0
pin swaps: 9 / 5
setup endpoints to repair: 11 / 9
gates resized: 41 / 13
buffers inserted: 8 / 1
Power and IR drop assume default switching activity.
